`./config.mk`:
```
export PLATFORM = sky130hd
export DESIGN_NAME = detect_button
export DESIGN_NICKNAME = detect_button
export VERILOG_FILES = /design/flow/design.v
export SDC_FILE = /design/flow/constraint.sdc
export NUM_CORES = 4
export LEC_CHECK = 1
export CORE_UTILIZATION = 30
```
`./constraint.sdc`:
```
current_design detect_button

set clk_period 2.7
set clk_io_pct 0.2

create_clock -name clk0 -period $clk_period [get_ports {m_clock}]

set non_clock_inputs [all_inputs -no_clocks]
set_input_delay [expr $clk_period * $clk_io_pct] -clock clk0 $non_clock_inputs
set_output_delay [expr $clk_period * $clk_io_pct] -clock clk0 [all_outputs]
```
`./design.v`:
```
module detect_button ( p_reset , m_clock , BT , RANK_OUT , reset );
  input p_reset, m_clock;
  wire p_reset, m_clock;
  input [4:0] BT;
  wire [4:0] BT;
  output [24:0] RANK_OUT;
  wire [24:0] RANK_OUT;
  input reset;
  wire reset;
  reg [4:0] sync0_bt;
  reg [4:0] sync1_bt;
  reg [4:0] sync2_bt;
  wire [4:0] bt_edge;
  reg [4:0] count;
  reg [4:0] _rank_rank;
  reg [4:0] _rank_1_rank;
  reg [4:0] _rank_2_rank;
  reg [4:0] _rank_3_rank;
  reg [4:0] _rank_4_rank;
  wire _net_0;
  wire _net_1;
  wire _net_2;
  wire _net_3;
  wire _net_4;
  wire _net_5;
  wire [24:0] _net_6;
  wire [4:0] _net_7;
  wire [24:0] _net_8;
  wire [4:0] _net_9;
  wire [24:0] _net_10;
  wire [4:0] _net_11;
  wire [24:0] _net_12;
  wire [4:0] _net_13;
  wire [24:0] _net_14;
  wire [4:0] _net_15;
  wire [24:0] _net_16;
   assign  bt_edge = ((sync2_bt^sync1_bt)&(~sync2_bt));
   assign  _net_0 = ((bt_edge[0])&(~(|_rank_rank)));
   assign  _net_1 = ((bt_edge[1])&(~(|_rank_1_rank)));
   assign  _net_2 = ((bt_edge[2])&(~(|_rank_2_rank)));
   assign  _net_3 = ((bt_edge[3])&(~(|_rank_3_rank)));
   assign  _net_4 = ((bt_edge[4])&(~(|_rank_4_rank)));
   assign  _net_5 = (bt_edge != 5'b00000);
   assign  _net_6 = 25'b0000000000000000000000000;
   assign  _net_7 = _rank_rank;
   assign  _net_8 = ({(_net_6[24:5]),_net_7});
   assign  _net_9 = _rank_1_rank;
   assign  _net_10 = ({(_net_8[24:10]),_net_9,(_net_8[4:0])});
   assign  _net_11 = _rank_2_rank;
   assign  _net_12 = ({(_net_10[24:15]),_net_11,(_net_10[9:0])});
   assign  _net_13 = _rank_3_rank;
   assign  _net_14 = ({(_net_12[24:20]),_net_13,(_net_12[14:0])});
   assign  _net_15 = _rank_4_rank;
   assign  _net_16 = ({_net_15,(_net_14[19:0])});
   assign  RANK_OUT = _net_16;
always @(posedge m_clock or negedge p_reset)
  begin
if (~p_reset)
     sync0_bt <= 5'b00000;
else   sync0_bt <= BT;
end
always @(posedge m_clock or negedge p_reset)
  begin
if (~p_reset)
     sync1_bt <= 5'b00000;
else   sync1_bt <= sync0_bt;
end
always @(posedge m_clock or negedge p_reset)
  begin
if (~p_reset)
     sync2_bt <= 5'b00000;
else   sync2_bt <= sync1_bt;
end
always @(posedge m_clock or negedge p_reset)
  begin
if (~p_reset)
     count <= 5'b00000;
else if ((reset)|(_net_5)) 
      count <= ((reset) ?5'b00000:5'b0)|
    ((_net_5) ?(count+5'b00001):5'b0);
end
always @(posedge m_clock)
  begin
if ((reset)|(_net_0)) 
      _rank_rank <= ((reset) ?5'b00000:5'b0)|
    ((_net_0) ?count:5'b0);
end
always @(posedge m_clock)
  begin
if ((reset)|(_net_1)) 
      _rank_1_rank <= ((reset) ?5'b00000:5'b0)|
    ((_net_1) ?count:5'b0);
end
always @(posedge m_clock)
  begin
if ((reset)|(_net_2)) 
      _rank_2_rank <= ((reset) ?5'b00000:5'b0)|
    ((_net_2) ?count:5'b0);
end
always @(posedge m_clock)
  begin
if ((reset)|(_net_3)) 
      _rank_3_rank <= ((reset) ?5'b00000:5'b0)|
    ((_net_3) ?count:5'b0);
end
always @(posedge m_clock)
  begin
if ((reset)|(_net_4)) 
      _rank_4_rank <= ((reset) ?5'b00000:5'b0)|
    ((_net_4) ?count:5'b0);
end
endmodule
```
`./run.sh`:
```
#!/bin/bash
# OpenROAD 26Q1-2900-gdf79404cd8, Yosys 0.63+post, stock flow scripts
make -C /OpenROAD-flow-scripts/flow DESIGN_CONFIG=/design/flow/config.mk WORK_HOME=/design/flow/orfs finish
```
==> qor.yml <==
run_status:
  status: "finished clean"
clock_tree:
  clockBufferDepth: 2
  cts.sinks: 45
  post_cts_resized: 0
  clock.latency.late_pin_ps: 290
  post-cts-setup-buffers: 0
  clkTransAtPathRegs_ps: 80
  cts_hold_buf: 0
  cts_buffers: 5
  cts_tree: "built"
  cts_max_level: 2
  ctsRootBufferMaster: "clkbuf_8"
worst_setup_path:
  cp_max_fo: 3
  critPathSlowestCell: "clkdlybuf4s50_1"
  cp_top_family: "buffers and inverters"
  required_ps: 2160
  setup.worst_path.end_class: "primary output"
  cpPeakStageDelay_ps: 490
  crit_path_start_kind: "flip-flop"
  critical_path_buf_inv_count: 1
  cp.arrival_ps: 1220
  critPathKind: "flip-flop to primary output"
  crit_chain: "clkdlybuf4s50_1"
final_layout:
  n_fill_cell: 520
  comb_area_um2: 513
  area_growth_pct: 27.9
  layout-drive-gt1-share: 0.167
  register_area_mm2: 0.00125
power:
  cellInternalPower_uw: 1070
  power_frac_clock: 0.265
  p_comb_frac: 0.128
  p_sw_uw: 366
  seqPwrFrac: 0.607
  powerDensity_mw_per_mm2: 633
  power_uw: 1430
  p_leak_uw: 0.000862
  ir_worst_vdd_mv: 0.332
  swShare: 0.256
detailed_routing:
  diodes: 0
  wl_per_cell_um: 12.6
  wirelength_mm: 2.79
  first_iter_violations: 16
  ant_nets: 0
  drc: 0
  viasPerCell: 4.41
  num_vias: 978
  first_pass_iters: 4
yosys:
  yosysMostFrequentCell: "edfxtp_1"
  synth_warnings: 1
  synth_flops: 45
  avgSynthCellArea_um2: 16.1
  synth_cell_types: 22
  edf_count: 25
  common_cells: "edfxtp_1, and2_1, dfrtp_1"
  topCellsByArea: "edfxtp_1, dfrtp_1, and2_1"
  yosysCellCount: 110
  synthesis.area_mm2: 0.00177
  yosys-stat-area_mm2: 0.00177
  synthArstFlopShare: 0.444
  ys.flop_type: "edfxtp_1"
  top_area_cell: "edfxtp_1"
  ys_seq_frac: 0.708
  synth_cells: 110
  synth_top_area_share: 0.425
global_routing:
  grt_overflow: 0
  grtUsageMet1: 0.138
  grt_start_max_net_pins: 21
  met3_usage: 0.0712
  top_usage_layer: "met2"
  grt_pass1_wl_mm: 4.69
  grt_antenna_before_repair: 0
  met2_usage: 0.152
  grt_pass1_vias: 1005
  grt_usage: 0.105
final_timing:
  rsz0062_at_grt: "no"
  setup_viol: 0
  worst_slack_ps: 943
  period_needed_ps: 1760
  report.final.slew_viol_count: 0
  whs_ps: 350
  worst_pin_slew_ps: 847
  fin_skew_ps: 7.32
  post-route-period-util: 0.651
  fin_setup_tns_ps: 0
  hold_violations: 0
  max_slew_margin: 0.433
  max_freq_ghz: 0.569
floorplanning:
  core_area_mm2: 0.00561
  die_w_um: 78.8
  rows: 27
  die_area_mm2: 0.00620
  top_level_ports: 33
  die_height_um: 78.8
  initCoreUtil: 0.315
place:
  dp_slack_ps: 878
  dpl.hpwl_mm: 2.06
  port_buffers: 32
  gp_congestion: 0.737
run:
  warning_count: 25
  max_cap_violations: 0
min_path:
  hp-class: "flip-flop to flip-flop"
## metrics by stage
step	std cells	util	instance area [um^2]
2_1_floorplan	110	-	1770
5_1_grt	222	0.403	2260
3_5_place_dp	214	0.388	2180
6_report	222	0.403	2260
3_3_place_gp	214	0.388	2180
4_1_cts	222	0.403	2260
## metal layers
layer	routed length (um)	part of all wire
met3	357	0.13
met5	0	0
met1	1110	0.40
met4	36	0.013
met2	1290	0.46
## flip-flops by register name (all words and copies together), names as in the netlist
| register | count |
|---|---|
| sync2_bt | 5 |
| count | 5 |
| _rank_2_rank | 5 |
| _rank_1_rank | 5 |
| sync0_bt | 5 |
| sync1_bt | 5 |
| _rank_rank | 5 |
| _rank_4_rank | 5 |
| _rank_3_rank | 5 |
## final cells by class
| class | instances | area share |
|---|---|---|
| well taps | 72 | 0.0398 |
| clock inverters | 2 | 0.00443 |
| clock buffers | 6 | 0.0321 |
| multi-input cells | 64 | 0.227 |
| repair buffers | 32 | 0.142 |
| inverters | 1 | 0.00166 |
| flip-flops and latches | 45 | 0.553 |
## path summary, 6_finish.rpt
check                           startpoint         endpoint  slack [ps]  cells past startpoint
setup / recovery           _rank_1_rank[4]      RANK_OUT[9]         940                      1
hold / removal                 sync0_bt[2]      sync1_bt[2]         350                      0
setup reg to reg           _rank_3_rank[1]  _rank_3_rank[3]        1070                      3
hold reg to reg                sync0_bt[2]      sync1_bt[2]         350                      0
max in group asynchronous          p_reset      sync0_bt[1]        1440                      1
min in group asynchronous          p_reset      sync2_bt[4]         730                      1
## cells by family after synthesis
family	after synthesis	synth area share
AND/OR/NAND/NOR	54	0.241
flip-flops	45	0.708
AND-OR/OR-AND	6	0.0269
XOR/XNOR	2	0.00991
buffers and inverters	1	0.00212
multiplexers	1	0.00566
adder cells (fa/ha/maj)	1	0.00708
## worst reg2reg max path, delay by kind of cell (launching register included)
family,cells,cell delay (ps)
flip-flops,1,390
AND/OR/NAND/NOR,3,950
## power groups by stage
stage     registers (uW)  logic, uW  clock network, uW
4_1_cts              871        185                392
5_1_grt              881        202                431
6_report             869        183                379
## layout by cell type (no fill, tap or decap)
cell type | Yosys | final
xor2_1 | 2 | 2
nor3_1 | 1 | 1
nor2_1 | 1 | 1
or4_4 | 5 | 5
clkbuf_1 | 0 | 1
o21ai_0 | 1 | 1
o2bb2ai_1 | 2 | 2
clkinv_2 | 0 | 2
dfrtp_1 | 20 | 20
nand2_1 | 1 | 1
mux2i_1 | 1 | 1
nand2b_4 | 3 | 3
a2bb2oi_1 | 1 | 1
nand2b_1 | 5 | 5
ha_1 | 1 | 1
nor4_1 | 5 | 5
or2_2 | 5 | 5
inv_1 | 1 | 1
edfxtp_1 | 25 | 25
clkbuf_8 | 0 | 5
nand3_1 | 3 | 3
and2_1 | 20 | 20
o41ai_1 | 1 | 1
clkdlybuf4s50_1 | 0 | 32
nor3_4 | 5 | 5
a21o_1 | 1 | 1
Power is estimated from default activity; no workload was simulated.
